==> /design/flow/design.v <==
`timescale 1ns / 1ps
module mirror(
    input clk,
    input rst,
    input rx,
    output tx,
	 output led,
	 output led2
);
wire [7:0] dat;
reg txe;
reg ready_rst;
assign led = ~rx;
assign led2 = ~tx;
serial serial(
    .tx(tx),
    .dat_r(dat),
    .ready(ready),
    .clk(clk),
    .rst(rst),
    .rx(rx),
    .dat_t(dat),
    .txe(txe),
    .ready_rst(ready_rst)
);
always @(posedge clk) begin
    if(rst) begin
        ready_rst <= 0;
        txe <= 0;
    end else if(ready) begin
        ready_rst <= 1;
        txe <= 1;
    end else begin
        ready_rst <= 0;
        txe <= 0;
    end
end
endmodule
`timescale 1ns / 1ps
module serial(
    output reg tx,
    output reg [7:0] dat_r,
    output ready,
    input clk,
    input rst,
    input rx,
    input [7:0] dat_t,
    input txe,
    input ready_rst
    );
parameter CLK_FREQ = 50_000_000;
parameter BAUD = 9600;
parameter CLK_MUL = CLK_FREQ / (BAUD * 16);
parameter CLK_MUL_WIDTH = 15;  
reg [(CLK_MUL_WIDTH-1):0] baudcounter;
wire baudtick16 = (baudcounter == (CLK_MUL-1));
always @(posedge clk)
    if(rst | baudtick16)
        baudcounter <= 0;
    else
        baudcounter <= baudcounter + 1;
reg [3:0] baudcounter2;
wire baudtick = baudtick16 & (baudcounter2 == 4'h0);
always @(posedge clk)
    if(rst)
        baudcounter2 <= 0;
    else if(baudtick16)
        baudcounter2 <= baudcounter2 + 1;
reg [7:0] dat_t_ff;
reg [3:0] tx_state;
always @(posedge clk)
    if(rst)
        tx_state <= 4'h0;
    else if(txe) begin
        tx_state <= 4'h1;
        dat_t_ff <= dat_t;
    end else if(baudtick)
        if(tx_state == 11)
            tx_state <= 4'h0;
        else if(tx_state != 0)
            tx_state <= tx_state + 1;
always @(tx_state[3:0] or dat_t_ff[7:0])
    casex(tx_state[3:0])
        0: tx <= 1'b1;  
        1: tx <= 1'b1;  
        2: tx <= 1'b0;  
        3: tx <= dat_t_ff[0];
        4: tx <= dat_t_ff[1];
        5: tx <= dat_t_ff[2];
        6: tx <= dat_t_ff[3];
        7: tx <= dat_t_ff[4];
        8: tx <= dat_t_ff[5];
        9: tx <= dat_t_ff[6];
        10: tx <= dat_t_ff[7];
        11: tx <= 1'b1;  
        default: tx <= 1'b1;
    endcase
reg rx_active;
reg [7:0] rx_counter;
reg ready_ff;
assign ready = ready_ff & ~ready_rst;
always @(posedge clk) begin
    if(ready_rst)
        ready_ff <= 0;
    if(rst) begin
        rx_active <= 0;
        rx_counter <= 8'h00;
        dat_r <= 8'h0;
        ready_ff <= 0;
    end else if(!rx_active) begin
        if(rx == 1'b0) begin
            rx_active <= 1;
            rx_counter <= 8'h00;
            ready_ff <= 0;
        end
    end else if(baudtick16) begin
        rx_counter <= rx_counter + 1;
        if(rx_counter[3:0] == 4'h8) begin
            case(rx_counter[7:4])
                0: begin
                    if(rx == 1'b1)
                        rx_active <= 0;
                end
                9: begin
                    rx_active <= 0;
                end
                default: begin
                    dat_r <= {rx, dat_r[7:1]};
                    if(rx_counter[7:4] == 8)
                        ready_ff <= 1;
                end 
            endcase
        end
    end
end
endmodule
==> /design/flow/run.sh <==
#!/bin/bash
# OpenROAD 26Q1-2900-gdf79404cd8, Yosys 0.63+post, stock flow scripts
make -C /OpenROAD-flow-scripts/flow DESIGN_CONFIG=/design/flow/config.mk WORK_HOME=/design/flow/orfs finish
==> /design/flow/config.mk <==
export PLATFORM = sky130hd
export DESIGN_NAME = mirror
export DESIGN_NICKNAME = mirror
export VERILOG_FILES = /design/flow/design.v
export SDC_FILE = /design/flow/constraint.sdc
export NUM_CORES = 4
export LEC_CHECK = 1
export CORE_UTILIZATION = 30
==> /design/flow/constraint.sdc <==
current_design mirror

set clk_period 2.7
set clk_io_pct 0.2

create_clock -name clk0 -period $clk_period [get_ports {clk}]

set non_clock_inputs [all_inputs -no_clocks]
set_input_delay [expr $clk_period * $clk_io_pct] -clock clk0 $non_clock_inputs
set_output_delay [expr $clk_period * $clk_io_pct] -clock clk0 [all_outputs]
==> impl_metrics.csv <==
group,metric,value,unit
logic_synthesis,syn_area,2402,um^2
die,die_y,91.49,um
worst_hold_path,hold_class,"flop to flop",
logic_synthesis,ys_cells,260,
worst_setup_path,cp_max_fo,5,
layout,instances_no_fill,371,
place,dp_hpwl,2943,um
routing,vias,1774,
timing,clock_skew,0.007160,ns
outcome,outcome,"finished clean",
routing,wirelength,4249,um
power_and_ir_drop,p_per_area,515.3,nW/um^2
power_and_ir_drop,leakagePower,0.001014,uW
logic_synthesis,synth_cell_type_count,50,
global_routing,grt_overflow_total,0,
place,globalplace.congestion,0.8024,
global_routing,gr-usage-all-layers,10.74,%
cts,clkTransAtPathRegs,0.09,ns
place,place_area,2557,um^2
logic_synthesis,yosysWarnings,3,
logic_synthesis,synth_seq_share,45.00,%
die,fp.dieW,91.49,um
cts,htree_levels,2,
global_routing,grt_pass1_vias,1656,
power_and_ir_drop,vdd_drop_max,0.0002965,V
routing,wl_per_cell,11.45,um
routing,drc,0,
worst_setup_path,start_kind,"flop",
timing,final-hold-violation-count,0,
routing,diodes,0,
timing,fin_setup_tns,0,ns
routing,antenna_left,0,
die,io_pins,6,
timing,min_period,2.353,ns
layout,drive_above_1_share,12.27,%
cts,ctsHoldBuffers,0,
logic_synthesis,syn-instance-count,260,
worst_setup_path,critical_path_class,"flop to output port",
layout,mostFrequentLayoutCells,"40 x dfxtp_1, 21 x nor2_1, 19 x nand3_1",
routing,drtIter0Drc,67,
logic_synthesis,post_synth.cell_area_avg,9.240,um^2
cts,clock-sinks,50,
cts,cts_buffer_depth,2,
cts,cts_tree,"done",
place,dp.cells,359,
job,maxCapViolations,0,
timing,timing.fmax,0.4250,GHz
worst_setup_path,cp-end-kind,"output port",
layout,area.growth.synth_to_final,15.83,%
logic_synthesis,ys.flop_type,"dfxtp_1",
cts,cts_buffers,5,
timing,rsz0062_at_grt,"false",
routing,avgViaCountPerCell,4.782,
timing,relSlewSlack,42.57,%
die,core_area,7727,um^2
cts,clock_latency,0.30,ns
logic_synthesis,numSynthFlops,50,
worst_setup_path,cp.arrival,1.81,ns
logic_synthesis,yosys_area,2402,um^2
logic_synthesis,edf_count,8,
layout,layout_top_cell,"dfxtp_1",
global_routing,antenna_found_initial,0,
worst_setup_path,cp.required,2.16,ns
place,port_buffers,5,
timing,slew_viol_final,0,
die,die-area,8370,um^2
global_routing,grt_pass1_wl,7320,um
logic_synthesis,async_flop_share,0,%
die,fp_util,31.09,%
timing,post-route-period-util,87.16,%
job,tool_warnings,31,
layout,final_area,2783,um^2
routing,drtPass1Iterations,4,
timing,setup_violations,0,
die,rows,32,
timing,worst_slew_pin_slew,0.8397,ns
cts,cts_root_buf,"clkbuf_8",
global_routing,grt_max_degree,18,
-- critical path, cell delays in order, from the launching register on --
cell	delay, ns
dfxtp_4	0.40
inv_4	0.06
ha_4	0.15
a222oi_1	0.28
a21oi_1	0.13
o22ai_1	0.21
o311a_1	0.20
dlymetal6s2s_1	0.09
-- cells in the mapped netlist, drive strengths merged, types with 3 or more instances --
library cell | n | area (um^2)
and4 | 3 | 26.28
a21oi | 17 | 85.08
nor2 | 22 | 85.09
o31ai | 4 | 30.03
nand2b | 9 | 56.30
edfxtp | 8 | 240.2
nand2 | 18 | 75.07
nor4 | 3 | 25.02
inv | 15 | 56.30
xor2 | 5 | 43.79
nand4 | 6 | 37.54
nand3 | 19 | 95.09
xnor2 | 9 | 78.83
mux2i | 7 | 70.07
nor2b | 5 | 31.28
nor3 | 4 | 20.02
clkbuf | 6 | 23.77
dfxtp | 42 | 840.8
buf | 6 | 28.77
ha | 10 | 125.1
or3 | 4 | 25.02
or4 | 3 | 22.52
o21ai | 6 | 30.03
-- state kept, by name (all words and copies together) (netlist names) --
register,count
serial.baudcounter,15
serial.dat_r,8
serial.dat_t_ff,8
serial.rx_counter,8
serial.baudcounter2,4
serial.tx_state,4
ready_rst,1
serial.ready_ff,1
serial.rx_active,1
-- power by group --
part	internal, uW	switching (uW)
clock network	395	237
registers	756	6.40
logic	17.4	22.3
-- area by class of cell --
type / instances / area (um^2)
clock inverters: 2 / 60.06
multi-input cells: 183 / 1250
well taps: 102 / 127.6
repair buffers: 13 / 115.1
clock buffers: 6 / 82.58
flip-flops and latches: 50 / 1089
inverters: 15 / 58.81
fillers: 763 / 4945
-- logic make-up (layout without fill, tap and decap cells) --
family	Yosys count	in the layout	synth area share, %
buf+inv	27	36	4.531
mux	9	9	3.854
flops	50	50	45.00
simple gates	106	106	24.37
fa+ha+maj	10	10	5.208
compound gates	44	44	11.93
xor+xnor	14	14	5.104
-- timing repair --
item                                    4_1_cts  5_1_grt
pin swaps                                     4        7
endpoints found under the setup margin        2        2
buffers inserted                              1        3
gates resized                                10        6
-- final timing paths --
check                             start                    to  slack (ns)  cells past startpoint
setup / recovery     serial.tx_state[1]                  led2        0.35                      7
hold / removal          serial.ready_ff             ready_rst        0.44                      2
setup reg to reg  serial.baudcounter[0]  serial.rx_counter[7]        0.51                      6
hold reg to reg         serial.ready_ff             ready_rst        0.44                      2
-- metal layers --
metal  global-route usage [%]  share of wire [%]  vias up
met5                        0                  0        -
met4                    1.058               0.38        0
met3                    1.871                3.1        2
met2                    17.42                 47       17
met1                    15.86                 50      811
li1                         -                  -      944
-- stage by stage --
step | setup slack (ns) | hold slack [ns] | util (%) | total power (uW)
after detailed placement | 0.2151 | 0.4221 | 33.10 | 821.8
after global routing | 0.2093 | 0.4584 | 36.01 | 1499
after global placement | 0.2830 | 0.4216 | 33.10 | 822.1
after floorplan | 0.8316 | 0.4051 | - | 808.6
final | 0.3468 | 0.4351 | 36.01 | 1434
after CTS | 0.007646 | 0.4387 | 35.36 | 1457
No activity file was given, so power comes from the tool's default toggle rates.
