===== design/flow/config.mk =====
export PLATFORM = sky130hd
export DESIGN_NAME = yes
export DESIGN_NICKNAME = yes
export VERILOG_FILES = /design/flow/design.v
export SDC_FILE = /design/flow/constraint.sdc
export NUM_CORES = 4
export LEC_CHECK = 1
export CORE_AREA = 10 10 86 86
export DIE_AREA = 0 0 96 96

===== design/flow/constraint.sdc =====
current_design yes

set clk_period 4.7
set clk_io_pct 0.2

create_clock -name clk0 -period $clk_period [get_ports {clk}]

set non_clock_inputs [all_inputs -no_clocks]
set_input_delay [expr $clk_period * $clk_io_pct] -clock clk0 $non_clock_inputs
set_output_delay [expr $clk_period * $clk_io_pct] -clock clk0 [all_outputs]

===== design/flow/design.v =====
`timescale 1ns / 1ps
`timescale 1ns / 1ps
module yes(
	output [7:0] data,
	output txe,
	input clk,
	input btn
);
assign data = 8'h59;
reg [20:0] counter;
initial counter = 21'd0;
always @(posedge clk)
	counter <= counter + 1;
assign txe = (counter == 21'b0) & btn;
endmodule

===== design/flow/run.sh =====
#!/bin/bash
# OpenROAD 26Q1-2900-gdf79404cd8, Yosys 0.63+post, stock flow scripts
make -C /OpenROAD-flow-scripts/flow DESIGN_CONFIG=/design/flow/config.mk WORK_HOME=/design/flow/orfs finish

==> impl_metrics.toml <==
# yosys + openroad results
[synthesis]
top_area_frac = 0.449
top_area_cell = "dfxtp_1"
synth_cell_types = 19
syn_area_per_cell_um2 = 9.65
ys_ff = 21
yosys_area_um2 = 936
synth_seq_share = 0.449
ys_cells = 97
netlist_area_um2 = 936
ys_warn_count = 1
synthCells = 97
area_leaders = "dfxtp_1 45%, xnor2_1 11%, xor2_1 6.6%, buf_4 6.4%, nand3_1 3.7%"

[global_route]
grt_use_total = 0.0352
grt_pass1_wl_mm = 2.70
antenna_found_initial = 0
grt_pass1_vias = 598
grt_start_max_net_pins = 13
grt_overflow = 0

[clock_tree]
clockBufferDepth = 2
clkSlewWorstSetupHoldPaths_ns = 0.07
root_buffer = "clkbuf_8"
cts-resized-gates = 0
cts_tree = "yes"
hold_buffers = 0
post_cts_buffers = 0
cts_made_buffers = 3
cts-htree-levels = 1
cts.sinks = 21
clock_latency_ns = 0.26

[routing]
num_antenna_cells = 0
drtIter0Drc = 23
drcViolationCount = 0
firstDrtPassIters = 4
routed_wl_mm = 1.48
routedWlPerCell_um = 8.53
vias = 616
drtAntennaViolNets = 0
viasPerCell = 3.56

[hold_path]
hold_depth = 1
hold_path_end = "counter[0]$_DFF_P_"
hp-start = "counter[0]$_DFF_P_"
hold_class = "reg2reg"

[placement]
io_buffer_count = 2
hpwl_mm = 1.09
gp_congestion = 0.779
placed_area_um2 = 1010

[floorplanning]
dieArea_um2 = 9220
fp.dieW_um = 96
io_pins = 11
dieHeight_um = 96
rows = 27
core_um2 = 5540
fp-utilization = 0.169

[critical_path]
r2r-start = "counter[1]$_DFF_P_"
crit_slowest_cell = "clkdlybuf4s50_1"
crit_top_cell = "clkdlybuf4s50_1"
worstPathRequired_ns = 3.76
worstSetupPathType = "in2out"
crit_path_start_kind = "primary input"
crit_family = "buffers and inverters"
slowest_delay_ns = 0.50
worstPathArrival_ns = 2.54
r2r-end = "counter[16]$_DFF_P_"
regToRegSetupSlack_ns = 3.10
cp-end-kind = "primary output"
rr_worst_depth = 5
worstPathCellList = "clkdlybuf4s50_1 > nor4b_1 > nand4_1 > nor2_1 > clkdlybuf4s50_1"
crit_fanout = 1
critPathBufInv = 2

[final_timing]
fmax_mhz = 288
hold_viol_final = 0
drv_slew = 0
fin_skew_ns = 0.00474
setup_tns_ns = 0
setup_violations = 0
finalCritPeriodShare = 0.740
min_period_ns = 3.48
rsz0062_at_grt = "no"

[cells_and_area]
top_regs = "counter x21"
post-route-cell-area_um2 = 1050
areaGrowthSynthToFinish_pct = 12.7
regMostFlops = "counter"
largest_reg_flops = 21
drive_gt1_frac = 0.0891
final_util = 0.190

[status]
outcome = "finished clean"

[power]
ir_drop_mv = 0.256
p_leak_uw = 0.000374
p_per_area_nw_per_um2 = 279

[job]
tool_warnings = 26
cap_violations = 0
logic make-up after synthesis:
family / share of synthesized area
AND/OR/NAND/NOR: 0.262
flip-flops: 0.449
XOR/XNOR: 0.178
buffers and inverters: 0.0762
adder cells (fa/ha/maj): 0.0267
other: 0.00802
how the worst max path moves through the flow:
stage	startpoint	endpoint	slack [ns]	cells after the start
after global routing	btn	txe	1.11	5
after CTS	btn	txe	1.23	5
final	btn	txe	1.22	5
power by group:
group / internal [µW] / total [µW] / switching, µW
Sequential: 178 / 178 / 0
Clock: 59.0 / 115 / 56.3
Combinational: 0.964 / 1.57 / 0.608
worst reg2reg max path: cells and delay by family, from the launching register on:
kind	cells	cell delay, ns
adders and majority gates	1	0.23
and+or+nand+nor	3	0.75
xor gates and xnor gates	1	0.14
DFF	1	0.38
synthesized netlist by cell type:
master,number
nor3_1,3
nor3_2,1
nor4_1,2
nor4b_1,2
xor2_1,7
nand3_1,7
dfxtp_1,21
and3_1,2
buf_4,8
conb_1,2
xnor2_1,12
inv_1,3
nand3_2,2
nand2_1,9
nand4_2,1
nor4_4,1
nand4_1,4
nor2_1,8
ha_1,2
placed cells by master (no fill, tap or decap):
master,n
ha_1,2
nor4_4,1
nand3_2,2
nand3_1,7
nand2_1,9
nor3_1,3
nor3_2,1
nand4_2,1
clkdlybuf4s50_1,2
clkbuf_8,3
nand4_1,4
dfxtp_1,21
inv_1,3
nor4b_1,2
xnor2_1,12
conb_1,8
nor4_1,2
nor2_1,8
xor2_1,7
clkinv_2,1
and3_1,2
metrics by stage:
| stage | hold WS [ns] | setup slack, ns | instances | power, µW |
|---|---|---|---|---|
| 5_1_grt | 0.465 | 1.11 | 173 | 308 |
| 3_3_place_gp | 0.418 | 1.21 | 169 | 184 |
| 3_5_place_dp | 0.432 | 1.26 | 169 | 184 |
| 6_report | 0.445 | 1.22 | 173 | 295 |
| 4_1_cts | 0.449 | 1.23 | 173 | 300 |
| 2_1_floorplan | 0.406 | 2.44 | 103 | 187 |
cell type report:
cell class	instances	area, µm²
clock buffers	3	41.3
clock inverters	1	5.00
fillers	621	4490
inverters	3	11.3
multi-input cells	71	467
flip-flops and latches	21	420
well taps	72	90.1
repair buffers	2	20.0
per-layer routing:
| layer | up-vias | track usage | wire length (µm) | share of wire |
|---|---|---|---|---|
| met3 | 2 | 0.0126 | 71 | 0.048 |
| met4 | 0 | 0.00369 | 16 | 0.011 |
| met1 | 283 | 0.0538 | 821 | 0.56 |
| met2 | 13 | 0.0476 | 565 | 0.38 |
| li1 | 318 | - | - | - |
| met5 | - | 0 | 0 | 0 |
Power figures rest on the tool's default switching activity, not on a simulated workload.
