File: flow/config.mk
export PLATFORM = sky130hd
export DESIGN_NAME = top
export DESIGN_NICKNAME = top
export VERILOG_FILES = /design/flow/design.v
export SDC_FILE = /design/flow/constraint.sdc
export NUM_CORES = 4
export LEC_CHECK = 1
export CORE_UTILIZATION = 30
File: flow/constraint.sdc
current_design top

set clk_period 4.7
set clk_io_pct 0.2

create_clock -name clk0 -period $clk_period [get_ports {clk}]

set non_clock_inputs [all_inputs -no_clocks]
set_input_delay [expr $clk_period * $clk_io_pct] -clock clk0 $non_clock_inputs
set_output_delay [expr $clk_period * $clk_io_pct] -clock clk0 [all_outputs]
File: flow/design.v
module csr #(
    parameter NUM_CH = 4,
    parameter VOL_WIDTH = (8*2*NUM_CH),
    parameter ADDR_OFFSET_VOLS = 8'h00
)(
    input clk,
    input rst,
    output [(VOL_WIDTH-1):0] vol,
    input [6:0] wb_adr_i,
    input [7:0] wb_dat_i,
    output [7:0] wb_dat_o,
    input wb_we_i,
    input wb_stb_i,
    output wb_ack_o,
    input wb_cyc_i);
reg [(VOL_WIDTH-1):0] vol_ff;
assign vol = vol_ff;
reg wb_ack_ff;
assign wb_ack_o = wb_ack_ff;
reg [7:0] wb_dat_ff;
assign wb_dat_o = wb_dat_ff;
integer i;
always @(posedge clk) begin
    wb_ack_ff <= 0;
    wb_dat_ff <= 8'h00;
    if(rst) begin
        vol_ff <= {(VOL_WIDTH){1'b0}};
    end else if(wb_stb_i & wb_cyc_i) begin
        wb_ack_ff <= 1;
        for(i = 0; i < (VOL_WIDTH/8); i = i + 1) begin
            if(wb_we_i) begin
                if(wb_adr_i == ADDR_OFFSET_VOLS + i)
                    vol_ff[i*8 +:8] <= wb_dat_i;
            end else begin
                if(wb_adr_i == ADDR_OFFSET_VOLS + i)
                    wb_dat_ff <= vol_ff[i*8 +:8];
            end
        end
    end
end
endmodule
`timescale 1ns / 1ps
module serial(
    output reg tx,
    output reg [7:0] dat_r,
    output ready,
    input clk,
    input rst,
    input rx,
    input [7:0] dat_t,
    input txe,
    input ready_rst
    );
parameter CLK_FREQ = 50_000_000;
parameter BAUD = 9600;
parameter CLK_MUL = CLK_FREQ / (BAUD * 16);
parameter CLK_MUL_WIDTH = 15;  
reg [(CLK_MUL_WIDTH-1):0] baudcounter;
wire baudtick16 = (baudcounter == (CLK_MUL-1));
always @(posedge clk)
    if(rst | baudtick16)
        baudcounter <= 0;
    else
        baudcounter <= baudcounter + 1;
reg [3:0] baudcounter2;
wire baudtick = baudtick16 & (baudcounter2 == 4'h0);
always @(posedge clk)
    if(rst)
        baudcounter2 <= 0;
    else if(baudtick16)
        baudcounter2 <= baudcounter2 + 1;
reg [7:0] dat_t_ff;
reg [3:0] tx_state;
always @(posedge clk)
    if(rst)
        tx_state <= 4'h0;
    else if(txe) begin
        tx_state <= 4'h1;
        dat_t_ff <= dat_t;
    end else if(baudtick)
        if(tx_state == 11)
            tx_state <= 4'h0;
        else if(tx_state != 0)
            tx_state <= tx_state + 1;
always @(tx_state[3:0] or dat_t_ff[7:0])
    casex(tx_state[3:0])
        0: tx <= 1'b1;  
        1: tx <= 1'b1;  
        2: tx <= 1'b0;  
        3: tx <= dat_t_ff[0];
        4: tx <= dat_t_ff[1];
        5: tx <= dat_t_ff[2];
        6: tx <= dat_t_ff[3];
        7: tx <= dat_t_ff[4];
        8: tx <= dat_t_ff[5];
        9: tx <= dat_t_ff[6];
        10: tx <= dat_t_ff[7];
        11: tx <= 1'b1;  
        default: tx <= 1'b1;
    endcase
reg rx_active;
reg [7:0] rx_counter;
reg ready_ff;
assign ready = ready_ff & ~ready_rst;
always @(posedge clk) begin
    if(ready_rst)
        ready_ff <= 0;
    if(rst) begin
        rx_active <= 0;
        rx_counter <= 8'h00;
        dat_r <= 8'h0;
        ready_ff <= 0;
    end else if(!rx_active) begin
        if(rx == 1'b0) begin
            rx_active <= 1;
            rx_counter <= 8'h00;
            ready_ff <= 0;
        end
    end else if(baudtick16) begin
        rx_counter <= rx_counter + 1;
        if(rx_counter[3:0] == 4'h8) begin
            case(rx_counter[7:4])
                0: begin
                    if(rx == 1'b1)
                        rx_active <= 0;
                end
                9: begin
                    rx_active <= 0;
                end
                default: begin
                    dat_r <= {rx, dat_r[7:1]};
                    if(rx_counter[7:4] == 8)
                        ready_ff <= 1;
                end 
            endcase
        end
    end
end
endmodule
`timescale 1ns / 1ps
module serial_wb_if(
    input clk,
    input rst,
    output serial_tx,
    input serial_rx,
    output [6:0] wb_adr_o,
    input [7:0] wb_dat_i,
    output [7:0] wb_dat_o,
    output wb_we_o,
    output wb_stb_o,
    input wb_ack_i,
    output wb_cyc_o
    );
reg [7:0] dat_t_ff;
reg txe_ff;
reg ready_rst_ff;
wire [7:0] dat_r;
wire ready;
serial serial(
    .tx(serial_tx),
    .dat_r(dat_r),
    .ready(ready),
    .clk(clk),
    .rst(rst),
    .rx(serial_rx),
    .dat_t(dat_t_ff),
    .txe(txe_ff),
    .ready_rst(ready_rst_ff)
);
reg [6:0] addr_ff;
assign wb_adr_o = addr_ff;
reg [7:0] data_ff;
assign wb_dat_o = data_ff;
reg wb_we_ff;
assign wb_we_o = wb_we_ff;
reg wb_stb_ff;
assign wb_stb_o = wb_stb_ff;
reg wb_cyc_ff;
assign wb_cyc_o = wb_cyc_ff;
parameter ST_IDLE = 2'h0;
parameter ST_READ_WAIT = 2'h1;
parameter ST_GET_DATA = 2'h2;
parameter ST_WRITE_WAIT = 2'h3;
wire write_cmd = dat_r[7];
reg [1:0] state;
always @(posedge clk) begin
    dat_t_ff <= 8'h00;
    txe_ff <= 0;
    ready_rst_ff <= 0; 
    wb_we_ff <= 0;
    wb_stb_ff <= 0;
    if(rst) begin
        state <= ST_IDLE;
        wb_cyc_ff <= 0;
    end else begin
        case(state)
            ST_IDLE: begin
                if(ready) begin
                    ready_rst_ff <= 1;
                    addr_ff <= dat_r[6:0];
                    if(write_cmd) begin
                        state <= ST_GET_DATA;
                    end else begin
                        state <= ST_READ_WAIT;
                        wb_stb_ff <= 1;
                        wb_cyc_ff <= 1;
                    end
                end
            end
            ST_READ_WAIT: begin
                if(wb_ack_i) begin
                    dat_t_ff <= wb_dat_i;
                    txe_ff <= 1;
                    wb_cyc_ff <= 0;
                    state <= ST_IDLE;
                end
            end
            ST_GET_DATA: begin
                if(ready) begin
                    ready_rst_ff <= 1;
                    data_ff <= dat_r;
                    wb_we_ff <= 1;
                    wb_stb_ff <= 1;
                    wb_cyc_ff <= 1;
                    state <= ST_WRITE_WAIT;
                end
            end
            ST_WRITE_WAIT: begin
                if(wb_ack_i) begin
                    dat_t_ff <= data_ff;
                    txe_ff <= 1;
                    wb_cyc_ff <= 0;
                    state <= ST_IDLE;
                end
            end
        endcase
    end
end
endmodule
`timescale 1ns / 1ps
module top(
    input clk,
    input rst,
    output tx,
    input rx,
    output led,
    output led2
    );
assign led = ~tx;
assign led2 = ~rx;
wire [6:0] wb_adr;
wire [7:0] wb_dat_ms;
wire [7:0] wb_dat_sm;
wire wb_we;
wire wb_stb;
wire wb_ack;
wire wb_cyc;
serial_wb_if uut(
    .clk(clk), 
    .rst(rst),
    .serial_rx(rx),
    .serial_tx(tx),
    .wb_adr_o(wb_adr),
    .wb_dat_i(wb_dat_sm),
    .wb_dat_o(wb_dat_ms),
    .wb_we_o(wb_we),
    .wb_stb_o(wb_stb),
    .wb_ack_i(wb_ack),
    .wb_cyc_o(wb_cyc));
csr csr(
    .clk(clk),
    .rst(rst),
    .wb_adr_i(wb_adr),
    .wb_dat_i(wb_dat_ms),
    .wb_dat_o(wb_dat_sm),
    .wb_we_i(wb_we),
    .wb_stb_i(wb_stb),
    .wb_ack_o(wb_ack),
    .wb_cyc_i(wb_cyc));
endmodule
File: flow/run.sh
#!/bin/bash
# OpenROAD 26Q1-2900-gdf79404cd8, Yosys 0.63+post, stock flow scripts
make -C /OpenROAD-flow-scripts/flow DESIGN_CONFIG=/design/flow/config.mk WORK_HOME=/design/flow/orfs finish
==> writeup.txt <==
The cell total in the yosys stat output is 656. For this design, the CTS-stage hold fixing added 0 buffers. The final timing report lists clock skew as 0.00824 ns.

In the routed design, unresolved DRC markers number 0. For reference, the top cells by area after synthesis are sky130_fd_sc_hd__dfxtp_1, sky130_fd_sc_hd__mux2i_1, sky130_fd_sc_hd__edfxtp_1, sky130_fd_sc_hd__nor2_1, sky130_fd_sc_hd__mux4_2. Looking at the worst setup and hold paths, the clock pins of their registers show a slew of 0.06 ns. Clock root buffer: sky130_fd_sc_hd__clkbuf_16. The number of global-route vias before repair was 4418. The routed layout has 4547 vias. On met3, the global router reports a usage of 2.32%. After detailed routing, the number of vias per cell comes to 4.88. With the tool warning count at 31, the transition time of the tightest slew-check pin is 0.848 ns. According to the Yosys statistics, the synthesized design has a chip area of 6610 sq um. The chip occupies 22600 sq um. Sorting the synthesized cells by how often they occur yields sky130_fd_sc_hd__dfxtp_1, sky130_fd_sc_hd__nor2_1, sky130_fd_sc_hd__mux2i_1. Looking at area per cell type in the netlist, the leader is sky130_fd_sc_hd__dfxtp_1. For the worst setup path, the data arrival time is 2.67 ns. Entering global routing, the biggest net connects 57 pins. For this run, the total global-route usage over all layers was measured as 12.5%.

The run gives 0 for the final count of pins violating max slew. Each instance of the synthesized netlist takes up on average 10.1 sq um. The first-pass iteration count of the detailed router is 6.

Summing the sequential cell areas from Yosys gives 50.1% of the chip area. Setup repair after global routing left no endpoint under its margin. Dividing the final minimum period by the clock period gives 76.8%. The clock period could shrink to 3.61 ns. Looking at the cell usage after synthesis, the top flip-flop cell is sky130_fd_sc_hd__dfxtp_1. Per the timing report, the biggest fanout along the worst path comes to 7. The run gives 3050 sq um as the area of combinational cells with multiple inputs. The most used standard cell by instance count after synthesis was sky130_fd_sc_hd__dfxtp_1.

With the post-cts sizing count at 0, the number of CTS-inserted buffers is 17. The clock latency of the later-clocked register in the worst-skew pair was 0.42 ns; the die span in y was 150 microns. The number of buffers inserted by port buffering works out to 5. In the setup report, the worst path falls into the class flip-flop to primary output. The number of distinct library cells after synthesis came out at 58.

Power density over the cells: 373 nW/um^2. Per the synth log, the flip-flop and latch total comes to 154. The wire-length estimate of the detail-placed layout is 8310 microns. The tree built by TritonCTS fans out to 154 sinks.

Busiest metal layer after global routing: met2. In this run the remaining antenna-violating nets after routing total 0. In the final report, the number of hold violations comes to 0. Fraction of met2 tracks used by global routing: 19.6%. The tools report the startpoint kind of the worst setup timing path as a flip-flop. The area growth from synthesis to layout is 13.7%. The total negative slack for setup checks was 0 ns. The tightest min-delay check is of the flip-flop to flip-flop type.

Looking at the clock tree report, the maximum root-to-sink buffer count equals 2. With the area fraction of the dominant cell type after synthesis at 39.7%, the initial standard-cell utilization of the core is 31.0%. The layout report lists the combined flip-flop and latch area as 3310 sq um. The number of max-cap violations was 0; the sum of overflow across all layers after global routing was 0. Cells fill 35.3% of the core in the end. The run finished with clean final reports. The number of antenna violations at the first check in global routing is 0, and the x dimension of the die is 150 microns. Of all flip-flops after synthesis, the portion carrying an async set or reset was 0%. The power report puts the leakage power at 2.78 nW. The max-slew check reports its worst relative slack as 43.0%.

Per the finish-stage timing summary, setup violations number 0. The required time of the critical path came out at 3.76 ns. After synthesis the cells add up to 6610 sq um. For this design the top-level I/O count stands at 6. Counting the fill cells in the layout gives 2097.

Timing would allow up to 0.277 GHz. met1 track demand over resource after global routing is 18.6%. For the total placed cells including tap cells, the log shows 900. After floorplanning, the core was divided into 53 placement rows. For this run, the number of standard cells in the final layout without fillers is 932. The H-tree was split into 4 levels. The violation tally recorded at the end of detailed-routing iteration 0 is 283. The first global-routing pass estimated 22100 microns of wire. After detailed routing, the total wire length is 13000 microns.

RePlAce ended its routability-driven mode at a weighted congestion of 0.825. The cell count after synthesis came out at 656. The antenna diode instance count came out at 0. The count of yosys warnings during synthesis was 3.

In this run, synthesis inferred 23 flip-flops with an integrated enable. The sort of element at the end of the critical path was a primary output. Per the detail_route report, routed wire per instance is 13.9 microns.

For the area of the core, the log shows 21300 sq um. TritonCTS built the clock tree. The fraction of layout instances using a drive strength above 1 works out to 10.4%. Looking at the post-CTS report, the setup buffer insertion count equals 0. The worst-case IR drop observed on VDD is 0.256 mV.
## where the power goes
part | internal [mW] | leakage [nW] | total, mW | switching, mW
Sequential | 1.33 | 1.25 | 1.34 | 0.00369
Clock | 0.859 | 0.302 | 1.43 | 0.570
Combinational | 0.0101 | 1.23 | 0.0340 | 0.0239
## per-layer routing
metal,up-vias,wire [microns]
met1,2149,6480
met5,-,0
met4,0,240
met2,70,5790
li1,2310,-
met3,18,451
## state kept, by name, summed over array words and instances, names as in the netlist, 4 cells and up
name	count
uut.dat_t_ff	8
uut.serial.baudcounter2	4
uut.state	4
uut.data_ff	8
csr.vol_ff	64
uut.serial.dat_r	8
uut.addr_ff	7
uut.serial.tx_state	4
uut.serial.rx_counter	8
uut.serial.baudcounter	15
uut.serial.dat_t_ff	8
csr.wb_dat_ff	8
## final timing paths
check                                                             to                                 start  slack (ns)  cells after the start
worst min register to register      uut.serial.dat_t_ff[1]$_DFFE_PP_            uut.dat_t_ff[1]$_SDFF_PP0_        0.40                      0
worst max-delay path                                              tx   uut.serial.tx_state[0]$_SDFFE_PP0P_        1.09                      7
worst min-delay path                uut.serial.dat_t_ff[1]$_DFFE_PP_            uut.dat_t_ff[1]$_SDFF_PP0_        0.40                      0
worst max register to register  uut.serial.baudcounter[2]$_SDFF_PP0_  uut.serial.baudcounter[0]$_SDFF_PP0_        2.13                      6
## placed cells by master (no fill, tap or decap), types with 4 or more instances in the layout
cell type / count
sky130_fd_sc_hd__inv_1: 17
sky130_fd_sc_hd__ha_1: 10
sky130_fd_sc_hd__and3b_1: 4
sky130_fd_sc_hd__nand4_1: 12
sky130_fd_sc_hd__buf_4: 8
sky130_fd_sc_hd__a21oi_1: 22
sky130_fd_sc_hd__a22o_1: 6
sky130_fd_sc_hd__nor3_1: 8
sky130_fd_sc_hd__mux4_2: 7
sky130_fd_sc_hd__nand2_1: 36
sky130_fd_sc_hd__edfxtp_1: 23
sky130_fd_sc_hd__o21ai_0: 13
sky130_fd_sc_hd__nor3b_1: 4
sky130_fd_sc_hd__dfxtp_1: 131
sky130_fd_sc_hd__xor2_1: 5
sky130_fd_sc_hd__or3b_2: 5
sky130_fd_sc_hd__xnor2_1: 8
sky130_fd_sc_hd__clkbuf_16: 19
sky130_fd_sc_hd__a22oi_1: 8
sky130_fd_sc_hd__nand3_1: 12
sky130_fd_sc_hd__clkdlybuf4s50_1: 4
sky130_fd_sc_hd__nor4_1: 7
sky130_fd_sc_hd__nor2_1: 105
sky130_fd_sc_hd__mux2i_1: 77
sky130_fd_sc_hd__or3_1: 4
sky130_fd_sc_hd__mux2_2: 6
sky130_fd_sc_hd__or4_1: 4
sky130_fd_sc_hd__o211ai_1: 4
sky130_fd_sc_hd__a221o_1: 4
sky130_fd_sc_hd__nand2b_1: 15
sky130_fd_sc_hd__a31oi_1: 5
sky130_fd_sc_hd__nor2b_1: 6
## through the flow
| step | power (mW) | setup WS (ns) | cell area (sq um) | hold WS, ns |
|---|---|---|---|---|
| 2_1_floorplan | 1.39 | 2.12 | 6610 | 0.386 |
| 3_3_place_gp | 1.40 | 1.55 | 6880 | 0.390 |
| 3_5_place_dp | 1.40 | 1.54 | 6880 | 0.389 |
| 4_1_cts | 2.83 | 1.08 | 7510 | 0.398 |
| 5_1_grt | 2.88 | 0.904 | 7510 | 0.400 |
| 6_report | 2.80 | 1.09 | 7510 | 0.399 |
## cell type report
type / count / share of cell area, %
Tap cell: 275 / 4.58
Clock buffer: 19 / 6.33
Timing Repair Buffer: 13 / 1.40
Sequential cell: 154 / 44.1
Clock inverter: 13 / 2.05
Multi-Input combinational cell: 441 / 40.7
Inverter: 17 / 0.850
## logic make-up (layout without fill, tap and decap cells)
family                     Yosys count  count (layout)  synth area share (%)
AOI/OAI and AO/OA                   82              82                  8.39
adders and majority gates           10              10                  1.89
DFF                                154             154                  50.1
buffers and inverters               61              62                  3.83
xor gates and xnor gates            13              13                  1.72
muxes                               90              90                  15.1
and+or+nand+nor                    246             246                  19.0
## worst max-delay path, stage by stage, from the launching register on
cell	delay [ns]
sky130_fd_sc_hd__dfxtp_1	0.43
sky130_fd_sc_hd__inv_1	0.09
sky130_fd_sc_hd__ha_1	0.27
sky130_fd_sc_hd__a22o_1	0.22
sky130_fd_sc_hd__a221oi_1	0.22
sky130_fd_sc_hd__nor3b_1	0.11
sky130_fd_sc_hd__or4_1	0.50
sky130_fd_sc_hd__clkdlybuf4s50_1	0.41
Power is estimated from default activity; no workload was simulated.
